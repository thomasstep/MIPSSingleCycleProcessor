==> /design/flow/design.v <==
module InstrMem (Mem_Addr, Dout);
   parameter T_rd = 10;
   parameter MemSize = 1024, WordSize = 32;
   input  [WordSize-1:0] Mem_Addr;
   output [WordSize-1:0] Dout;
   reg [WordSize-1:0] Dout;
   reg [WordSize-1:0] 	 Mem[0:MemSize-1];    
    initial begin
	Mem[0] = {32'h200a0003};
   Mem[1] = {32'h200b0001};
	Mem[2] = {6'd5,5'd10,5'd11,16'd1};
	Mem[3] = {6'd2,26'd0};
   Mem[4] = {32'h200a0002};
   Mem[5] = {32'h200b0002};
	Mem[6] = {32'h000a6040};
end
always@(*)
      Dout <= #T_rd Mem[ Mem_Addr >> 2 ];
endmodule  
module DataMem (Mem_Addr, CLK, Mem_rd, Mem_wr, Mem_DIN, Mem_DOUT);
   parameter T_rd = 10, T_wr = 10;
   parameter MemSize = 1024, WordSize = 32;
   input [WordSize-1:0] Mem_Addr;
   input 		CLK, Mem_rd, Mem_wr;
   input [WordSize-1:0] Mem_DIN;
   output [WordSize-1:0] Mem_DOUT;
   reg [WordSize-1:0] 	 Mem_DOUT;
   reg [WordSize-1:0] 	 Mem[0:MemSize-1];
   integer 		 i;
initial	begin
   Mem[0] = 4;	 
   Mem[1] = 3;	 
   Mem[2] = 50;	 
   Mem[3] = 40;	 
   Mem[4] = 30;	 
   Mem[5] = 0;	 
   Mem[6] = 0;
   Mem[7] = 0;
   Mem[8] = 0;	 
end
   always @( Mem_Addr or Mem_rd )
	 if ( ~Mem_wr && Mem_rd )
	    Mem_DOUT <=  #T_rd Mem[Mem_Addr >> 2];
   always @(negedge CLK)
     if (Mem_wr == 1)
	 begin
	    Mem[Mem_Addr >> 2] <= #T_wr Mem_DIN;
	 end
endmodule  
==> /design/flow/run.sh <==
#!/bin/bash
# OpenROAD 26Q1-2900-gdf79404cd8, Yosys 0.63+post, stock flow scripts
make -C /OpenROAD-flow-scripts/flow DESIGN_CONFIG=/design/flow/config.mk WORK_HOME=/design/flow/orfs finish
==> /design/flow/config.mk <==
export PLATFORM = sky130hd
export DESIGN_NAME = InstrMem
export DESIGN_NICKNAME = InstrMem
export VERILOG_FILES = /design/flow/design.v
export SDC_FILE = /design/flow/constraint.sdc
export NUM_CORES = 4
export LEC_CHECK = 1
export CORE_AREA = 10 10 70 70
export DIE_AREA = 0 0 80 80
export SYNTH_MEMORY_MAX_BITS = 65536
==> /design/flow/constraint.sdc <==
current_design InstrMem

set clk_period 1.0
set clk_io_pct 0.2

create_clock -name clk0 -period $clk_period

set non_clock_inputs [all_inputs -no_clocks]
set_input_delay [expr $clk_period * $clk_io_pct] -clock clk0 $non_clock_inputs
set_output_delay [expr $clk_period * $clk_io_pct] -clock clk0 [all_outputs]
==> out/qor.txt <==
end of the critical path -> Dout[16]
GR met1 Demand/Resource -> 2.44%
busiest grt layer -> met2
crit path kind -> in2out
die height -> 80 µm
Seq share, synth -> 0%
setup TNS -> -1.02 ns
Top-area cell share -> 60.0%
max-cap violation count -> 0
via count -> 222
Synth Cell Area -> 300 µm²
via density per instance -> 2.20
Cells after DPL -> 98
yosys stat cell total -> 39
Final GP Congestion -> 0.694
min-delay worst type -> in2out
die width -> 80 µm
Post-synth top cells -> buf_4 (24), ha_1 (4), inv_1 (4), and2b_2 (2), mux2_2 (2)
Setup crit start kind -> primary input
Final Hold Vio Count -> 0
clock buffers -> 0
Ports -> 64
critical path required time -> 0.80 ns
distinct lib cells -> 8
share of layout cells above drive strength 1 -> 60.0%
post-synthesis cell count -> 39
Post-CTS Hold Fix Bufs -> 0
# DRC -> 0
Log Warnings -> 66
most frequent cell after synthesis -> buf_4
RSZ-0062 raised after global routing -> yes
Leak Pwr -> 0.255 nW
num rows -> 21
initial antenna violation count -> 0
Area Growth Syn to Fin -> 60.8%
Critical Path Source -> Mem_Addr[2]
Power per Cell Area -> 261 mW/mm²
CP Max Fanout -> 2
# fillers -> 399
final WL -> 802 µm
grt ovf -> 0
register area -> 0 µm²
Die ar. -> 0.00640 mm²
area leader, netlist -> buf_4
Total GRT Usage -> 2.01%
fmax -> 821 MHz
vias in the first global route -> 235
Synthesis Warnings -> 1
Final ANT Viol Nets -> 0
top cells by area -> buf_4 (60%), ha_1 (17%), mux2_2 (7.5%)
diodes inserted -> 0
Final WS setup -> -0.218 ns
met2 usage -> 3.29%
Min Hold Slack -> 0.705 ns
GR Util met3 -> 1.02%
Yosys Chip Area -> 300 µm²
flip-flops -> 0
Final Setup Violations -> 9
port buffer count -> 17
period utilisation layout -> 122%
fin crit period -> 1.22 ns
Mapped Avg Cell Area -> 7.70 µm²
fin cells -> 101
Iter 0 DRT Violations -> 4
first-pass GRT wire length -> 1120 µm
First-pass DRT Iterations -> 2
status -> finished, violations left
VDD IR max -> 0.0426 mV
FP Util -> 8.79%
maximum number of pins on one net before global-route repair -> 7
Max Slew Vio Count -> 0
failing checks -> negative setup slack
core box area -> 0.00342 mm²
DR WL/cell -> 7.94 µm
CP endpoint kind -> primary output
worst path arrival time -> 1.02 ns
DPL Wire Length -> 657 µm
Total Power -> 0.126 mW
==> cell families (layout without fill, tap and decap cells) <==
| kind of cell | Yosys count | count (layout) | share of synthesized area (%) |
|---|---|---|---|
| buffers and inverters | 28 | 27 | 65.0 |
| adders and majority gates | 4 | 4 | 16.7 |
| and+or+nand+nor | 4 | 4 | 9.58 |
| muxes | 2 | 2 | 7.50 |
| other | 1 | 18 | 1.25 |
==> critical path, stage by stage <==
cell	delay, ns
buf_6	0.10
buf_6	0.11
buf_6	0.11
ha_4	0.14
mux2_4	0.26
buf_6	0.11
==> layout by cell type, fill, tap and decap left out, drive strengths merged <==
cell type and n:
and2 1, and2b 2, buf 21, clkdlybuf4s15 1, conb 18, dlygate4sd2 1
ha 4, inv 4, mux2 2, nor2 1
==> layer usage <==
metal | part of all wire (%) | vias up
li1 | - | 106
met1 | 42 | 94
met2 | 41 | 22
met3 | 17 | 0
met4 | 0 | 0
met5 | 0 | -
==> report_power, final <==
part	internal, mW	switching (mW)	total, mW	leakage, nW
clock	0	0	0	0
combinational	0.0810	0.0453	0.126	0.255
sequential	0	0	0	0
total	0.0810	0.0453	0.126	0.255
==> final cells by class <==
class | instances | area, µm² | area share, %
inverter | 4 | 17.5 | 3.63
multi-input combinational | 28 | 224 | 46.4
timing repair buffer | 23 | 184 | 38.1
tap | 46 | 57.6 | 11.9
==> metrics by stage <==
step | cell area, µm² | utilization (%) | setup slack [ns]
final | 483 | 14.1 | -0.218
after global routing | 483 | 14.1 | -0.237
after CTS | 463 | 13.6 | -0.223
after detailed placement | 434 | 12.7 | -0.891
after global placement | 434 | 12.7 | -0.901
after floorplan | 364 | - | 0.0671
==> repair_timing <==
item | 4_1_cts | 5_1_grt
pin swaps | 2 | 1
gates cloned | 0 | 0
gates resized | 70 | 5
setup buffers | 3 | 0
setup endpoints to repair | 14 | 10
==> worst min-delay path by stage <==
stage      startpoint  endpoint  slack [ns]  cells after the start
6_report  Mem_Addr[4]   Dout[0]        0.70                      3
5_1_grt   Mem_Addr[4]   Dout[0]        0.75                      3
4_1_cts   Mem_Addr[4]   Dout[0]        0.71                      3
No activity file was given, so power comes from the tool's default toggle rates.
