--- flow/run.sh ---
#!/bin/bash
# OpenROAD 26Q1-2900-gdf79404cd8, Yosys 0.63+post, stock flow scripts
make -C /OpenROAD-flow-scripts/flow DESIGN_CONFIG=/design/flow/config.mk WORK_HOME=/design/flow/orfs finish
--- flow/config.mk ---
export PLATFORM = sky130hd
export DESIGN_NAME = MUX32_3to1
export DESIGN_NICKNAME = MUX32_3to1
export VERILOG_FILES = /design/flow/design.v
export SDC_FILE = /design/flow/constraint.sdc
export NUM_CORES = 4
export LEC_CHECK = 1
export CORE_AREA = 10 10 78 78
export DIE_AREA = 0 0 88 88
--- flow/constraint.sdc ---
current_design MUX32_3to1

set clk_period 2.6
set clk_io_pct 0.2

create_clock -name clk0 -period $clk_period

set non_clock_inputs [all_inputs -no_clocks]
set_input_delay [expr $clk_period * $clk_io_pct] -clock clk0 $non_clock_inputs
set_output_delay [expr $clk_period * $clk_io_pct] -clock clk0 [all_outputs]
--- flow/design.v ---
module MUX32_2to1(a0, a1, sel, out);
   input [31:0] a0, a1;
   input 	sel;
   output [31:0] out;
   reg [31:0] 	 out;
   always @(a0 or a1 or sel)
      if (sel == 0) out = a0;
      else          out = a1;
endmodule  
module MUX32_3to1(a0, a1, a2, sel, out);
   input [31:0] a0, a1, a2;
   input [1:0] 	sel;
   output [31:0] out;
   reg [31:0] 	 out;
   always @(a0 or a1 or a2 or sel)
      if (sel == 0) out = a0;
      else if (sel == 1) out = a1;
	   else out = a2;
endmodule  
module MUX5_2to1(a0, a1, sel, out);
   input [4:0]  a0, a1;
   input 	sel;
   output [4:0] out;
   reg [4:0] 	out;
   always @(a0 or a1 or sel)
      if (sel == 0) out = a0;
      else          out = a1;
endmodule  
==> results.txt <==
Results of the flow run.

Entering global routing, the biggest net connects 65 pins. Synthesis instantiated 8 different standard cells from the library. The part of the cycle the worst path needs stands at 84.9%. The global-route usage over all layers stands at 9.94%. The tightest slew margin relative to the limit stands at 81.5%. Per the detail_route report, DRC violations left total 0. The horizontal die size stands at 88 um. The weighted congestion at the end of routability-driven global placement stands at 0.707. The biggest fanout along the worst timing path stands at 16. The cell area that synthesis handed to floorplanning was 714 um2. The initial antenna violation count came to 0. Setup repair after global routing left no endpoint under its margin.

The final instance area stands at 0.00201 mm2. The sequential share of the synthesized area stands at 0%. The flow ran to the end, and the final reports show no timing, DRC or antenna violations. The chip height stands at 88 um. Once detail routing completed, the nets flagged for antenna violations numbered 0. In the synthesis report, Yosys lists the chip area as 714 um2. The slew at the pin closest to its max-slew limit stands at 0.278 ns.

Compared with the post-synthesis result, the final layout area differs by 182%. The routed length per instance stands at 15.1 um. The overall power consumption stands at 321 uW. The worst setup path is captured at a primary output. Counting the fill cells in the layout gives 436. The area fraction in full adders, half adders and majority gates stands at 0%. The synthesis run shows multiplexers occupying 44.8% of the cell area. The detailed router finished its first iteration with 44 violations. STA classifies the critical path startpoint as a primary input.

The cell count in the Yosys report stands at 107. For this run, global-route usage on met3 was measured as 3.18%. The final route contains 1159 vias. On met1, the global router reports a usage of 11.8%. The count of yosys warnings during synthesis stands at 1. The number of max-capacitance violations reported stands at 0. The average instance in the mapped netlist occupies 6.68 um2. After detailed routing, the total wire length is 4230 um. Using the TritonRoute via totals, the vias-per-cell ratio works out to 4.12. In the layout the commonest cells are clkdlybuf4s50_1, mux2i_1, nand2_1, o21ai_1. The compound-gate portion of the synthesized area stands at 23.5%.

In this run the post-CTS setup repair buffer count came out at 0. The utilization after layout stands at 45.6%. The share of cells above drive strength 1 stands at 3.06%. Per the placement log, port buffering inserted 130 buffers. The layout has 0 clock buffers. The number of failing setup endpoints in the final timing report stands at 0. The xor and xnor fraction of the mapped netlist area stands at 0%. Global routing consumed, on the met2 layer, 17.8% of the routing resources.

The pre-placement core utilization stands at 16.2%. Per the cell usage report, the commonest logic cell in the layout is clkdlybuf4s50_1. In this run the worst hold path is classified as primary input to primary output. In the routed netlist, the antenna diode instances number 0. The number of hold buffers added after CTS was 0. The detailed-placement wirelength estimate stands at 3710 um.

The area of the core region stands at 0.00441 mm2. According to the cell report, flip-flops and latches in the layout number 0. Endpoints failing hold in the final report were tallied at 0.

The leakage dissipation stands at 0.000835 uW. The global routing stage identified its most utilized layer as met2. The clock period could shrink to 2.21 ns. The layout report lists the combined flip-flop and latch area as 0 um2. The worst ir drop on vdd stands at 74.9 uV. The chip occupies 0.00774 mm2. After clock tree synthesis, the repair step resized 0 gates.

The top-level port count stands at 130. The aggregate global routing overflow stands at 0. The post-detailed-placement cell area stands at 0.00201 mm2. The number of global-route vias before repair was 1184. The first global-routing pass estimated 6270 um of wire. Data on the critical path arrives at its endpoint at 1.69 ns. The synthesis run identifies the leading combinational cell family as multiplexers. The synthesized-area fraction occupied by and/or/nand/nor cells stands at 16.8%. The stage logs contain a warning count of 32. According to the floorplan log, the row count is 24.

The data required time reported for the critical path is 2.08 ns. Based on the critical path, the design can be clocked at up to 453 MHz. The worst setup path is of the primary input to primary output kind. The synthesized instance count stands at 107.

The final max-slew violation count recorded for this run is 0. The sum of negative setup slack stands at 0 ns. The number of detailed-routing iterations run before antenna repair stands at 4. Dividing total power by cell area gives a power density of 159 mW/mm2.
## per-stage QoR
| step | cells | setup slack (ns) | hold WS (ns) |
|---|---|---|---|
| 3_5_place_dp | 281 | 0.356 | 1.89 |
| 4_1_cts | 281 | 0.363 | 1.89 |
| 2_1_floorplan | 107 | 1.06 | 1.10 |
| 5_1_grt | 281 | 0.259 | 1.90 |
| 6_report | 281 | 0.393 | 1.88 |
| 3_3_place_gp | 281 | 0.369 | 1.89 |
## area by class of cell
type / count / area [um2] / share of cell area (%)
Tap cell: 52 / 65.1 / 3.23
Multi-Input combinational cell: 96 / 608 / 30.2
Timing Repair Buffer: 133 / 1340 / 66.5
## metal layers
metal	vias to the layer above	part of all wire [%]	routed length [um]
li1	620	-	-
met1	471	39	1630
met2	66	49	2080
met3	2	12	489
met4	0	0.64	27
met5	-	0	0
## worst paths after layout
check,start,depth (start not counted),endpoint,slack (ns)
min,sel[1],5,out[27],1.88
max,sel[0],5,out[12],0.39
## kinds of logic after synthesis
| family | count (synthesis) |
|---|---|
| buf+inv | 11 |
| mux | 32 |
| simple gates | 32 |
| compound gates | 32 |
## critical path: stages
cell and delay, ns:
buf_2 0.11, buf_4 0.28, mux2i_1 0.28, o21ai_1 0.08, clkdlybuf4s50_1 0.41
## report_power, final
group / switching, uW / internal, uW / leakage (uW) / total, uW
logic: 80.2 / 240 / 0.000835 / 321
clock network: 0 / 0 / 0 / 0
registers: 0 / 0 / 0 / 0
## synth_stat cells
library cell | count | area, um2
o21ai_2 | 2 | 17.5
buf_6 | 1 | 11.3
o21ai_1 | 28 | 140
mux2i_1 | 32 | 320
buf_2 | 7 | 35.0
nand2_1 | 32 | 120
buf_12 | 3 | 60.1
o21ai_0 | 2 | 10.0
Power figures rest on the tool's default switching activity, not on a simulated workload.
